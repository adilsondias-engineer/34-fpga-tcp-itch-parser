$ cat flow/config.mk
export PLATFORM = sky130hd
export DESIGN_NAME = gtx_debug_reporter
export DESIGN_NICKNAME = gtx_debug_reporter
export VERILOG_FILES = /design/flow/design.v
export SDC_FILE = /design/flow/constraint.sdc
export NUM_CORES = 4
export LEC_CHECK = 1
export CORE_UTILIZATION = 30
$ cat flow/constraint.sdc
current_design gtx_debug_reporter

set clk_period 27.6
set clk_io_pct 0.2

create_clock -name clk0 -period $clk_period [get_ports {clk}]

set non_clock_inputs [all_inputs -no_clocks]
set_input_delay [expr $clk_period * $clk_io_pct] -clock clk0 $non_clock_inputs
set_output_delay [expr $clk_period * $clk_io_pct] -clock clk0 [all_outputs]
$ cat flow/design.v
`resetall
`timescale 1ns / 1ps
`default_nettype none
module gtx_debug_reporter #(
        parameter CLK_FREQ  = 200_000_000,
        parameter BAUD_RATE = 115200,
        parameter REPORT_MS = 500   
    )(
        input  wire clk,
        input  wire rst,
        input  wire qpll_lock,
        input  wire qpll_refclk_lost,
        input  wire tx_resetdone,
        input  wire rx_resetdone,
        input  wire debug_por_done,
        input  wire debug_qpll_reset,
        input  wire debug_gtx_reset,
        input  wire debug_tx_userrdy,
        input  wire debug_rx_userrdy,
        input  wire debug_refclk_present,
        input  wire pcs_block_lock,
        input  wire rx_header_valid,
        input  wire rx_datavalid,
        input  wire [2:0] block_lock_state,
        input  wire rx_cdrlock,
        input  wire rx_elecidle,
        input  wire tx_clk_heartbeat,
        input  wire pcs_reset,
        input  wire reset_int_dbg,
        input  wire gtx_ready_dbg,
        input  wire [31:0] start_detect_count,
        input  wire [31:0] frame_count,
        input  wire [31:0] udp_packet_count,
        input  wire [31:0] mold_packet_count,
        input  wire [31:0] mold_msg_extracted,
        input  wire [31:0] nasdaq_total_messages,
        input  wire [7:0]  itch_msg_type,
        input  wire [15:0] itch_stock_locate,
        input  wire [31:0] itch_price,
        output wire uart_tx
    );
    localparam REPORT_CYCLES = (CLK_FREQ / 1000) * REPORT_MS;
    localparam MSG_LEN = 120;
    localparam STATE_IDLE     = 2'd0;
    localparam STATE_BUILD    = 2'd1;
    localparam STATE_SEND     = 2'd2;
    localparam STATE_WAIT     = 2'd3;
    reg [1:0] state;
    reg [31:0] timer;
    reg [6:0] char_idx;
    reg [7:0] tx_data;
    reg tx_start;
    wire tx_busy;
    reg qpll_lock_s, qpll_lost_s, tx_done_s, rx_done_s, blk_lock_s;
    reg qpll_lock_ss, qpll_lost_ss, tx_done_ss, rx_done_ss, blk_lock_ss;
    reg hdr_valid_s, data_valid_s, cdr_lock_s, elec_idle_s, tx_hb_s, pcs_rst_s, rst_int_s, gtx_rdy_s;
    reg hdr_valid_ss, data_valid_ss, cdr_lock_ss, elec_idle_ss, tx_hb_ss, pcs_rst_ss, rst_int_ss, gtx_rdy_ss;
    reg [2:0] blk_state_s, blk_state_ss;
    reg [31:0] start_det_s, frame_count_s, udp_count_s, mold_count_s, mold_msg_s, nasdaq_count_s;
    reg [31:0] start_det_ss, frame_count_ss, udp_count_ss, mold_count_ss, mold_msg_ss, nasdaq_count_ss;
    reg [7:0]  itch_type_s, itch_type_ss;
    reg [15:0] itch_sl_s, itch_sl_ss;
    reg [31:0] itch_px_s, itch_px_ss;
    reg [7:0] msg [0:MSG_LEN-1];
    uart_tx_simple #(
                       .CLK_FREQ(CLK_FREQ),
                       .BAUD_RATE(BAUD_RATE)
                   ) uart_inst (
                       .clk(clk),
                       .rst(rst),
                       .tx_data(tx_data),
                       .tx_start(tx_start),
                       .tx_busy(tx_busy),
                       .tx(uart_tx)
                   );
    function [7:0] hex_char;
        input [3:0] nibble;
        begin
            if (nibble < 10)
                hex_char = "0" + nibble;
            else
                hex_char = "A" + (nibble - 10);
        end
    endfunction
    always @(posedge clk) begin
        qpll_lock_s <= qpll_lock;
        qpll_lost_s <= qpll_refclk_lost;
        tx_done_s   <= tx_resetdone;
        rx_done_s   <= rx_resetdone;
        blk_lock_s  <= pcs_block_lock;
        hdr_valid_s <= rx_header_valid;
        data_valid_s <= rx_datavalid;
        cdr_lock_s  <= rx_cdrlock;
        elec_idle_s <= rx_elecidle;
        blk_state_s <= block_lock_state;
        tx_hb_s     <= tx_clk_heartbeat;
        pcs_rst_s   <= pcs_reset;
        rst_int_s   <= reset_int_dbg;
        gtx_rdy_s   <= gtx_ready_dbg;
        start_det_s   <= start_detect_count;
        frame_count_s <= frame_count;
        udp_count_s   <= udp_packet_count;
        mold_count_s  <= mold_packet_count;
        mold_msg_s    <= mold_msg_extracted;
        nasdaq_count_s <= nasdaq_total_messages;
        itch_type_s   <= itch_msg_type;
        itch_sl_s     <= itch_stock_locate;
        itch_px_s     <= itch_price;
        qpll_lock_ss <= qpll_lock_s;
        qpll_lost_ss <= qpll_lost_s;
        tx_done_ss   <= tx_done_s;
        rx_done_ss   <= rx_done_s;
        blk_lock_ss  <= blk_lock_s;
        hdr_valid_ss <= hdr_valid_s;
        data_valid_ss <= data_valid_s;
        cdr_lock_ss <= cdr_lock_s;
        elec_idle_ss <= elec_idle_s;
        blk_state_ss <= blk_state_s;
        tx_hb_ss    <= tx_hb_s;
        pcs_rst_ss  <= pcs_rst_s;
        rst_int_ss  <= rst_int_s;
        gtx_rdy_ss  <= gtx_rdy_s;
        start_det_ss   <= start_det_s;
        frame_count_ss <= frame_count_s;
        udp_count_ss   <= udp_count_s;
        mold_count_ss  <= mold_count_s;
        mold_msg_ss    <= mold_msg_s;
        nasdaq_count_ss <= nasdaq_count_s;
        itch_type_ss  <= itch_type_s;
        itch_sl_ss    <= itch_sl_s;
        itch_px_ss    <= itch_px_s;
    end
    always @(posedge clk) begin
        if (rst) begin
            state <= STATE_IDLE;
            timer <= 32'd0;
            char_idx <= 7'd0;
            tx_start <= 1'b0;
            tx_data <= 8'd0;
        end
        else begin
            tx_start <= 1'b0;
            case (state)
                STATE_IDLE: begin
                    if (timer >= REPORT_CYCLES - 1) begin
                        timer <= 32'd0;
                        state <= STATE_BUILD;
                    end
                    else begin
                        timer <= timer + 1;
                    end
                end
                STATE_BUILD: begin
                    msg[0]  <= "Q";
                    msg[1]  <= ":";
                    msg[2]  <= qpll_lock_ss ? "1" : "0";
                    msg[3]  <= " ";
                    msg[4]  <= "L";
                    msg[5]  <= ":";
                    msg[6]  <= qpll_lost_ss ? "1" : "0";
                    msg[7]  <= " ";
                    msg[8]  <= "T";
                    msg[9]  <= ":";
                    msg[10] <= tx_done_ss ? "1" : "0";
                    msg[11] <= " ";
                    msg[12] <= "R";
                    msg[13] <= ":";
                    msg[14] <= rx_done_ss ? "1" : "0";
                    msg[15] <= " ";
                    msg[16] <= "B";
                    msg[17] <= "L";
                    msg[18] <= ":";
                    msg[19] <= blk_lock_ss ? "1" : "0";
                    msg[20] <= " ";
                    msg[21] <= "C";
                    msg[22] <= "D";
                    msg[23] <= ":";
                    msg[24] <= cdr_lock_ss ? "1" : "0";
                    msg[25] <= " ";
                    msg[26] <= "E";
                    msg[27] <= "I";
                    msg[28] <= ":";
                    msg[29] <= elec_idle_ss ? "1" : "0";
                    msg[30] <= " ";
                    msg[31] <= "P";
                    msg[32] <= "R";
                    msg[33] <= ":";
                    msg[34] <= pcs_rst_ss ? "1" : "0";
                    msg[35] <= " ";
                    msg[36] <= "S";
                    msg[37] <= "T";
                    msg[38] <= ":";
                    msg[39] <= "0" + blk_state_ss;
                    msg[40] <= " ";
                    msg[41] <= "S";
                    msg[42] <= "D";
                    msg[43] <= ":";
                    msg[44] <= hex_char(start_det_ss[15:12]);
                    msg[45] <= hex_char(start_det_ss[11:8]);
                    msg[46] <= hex_char(start_det_ss[7:4]);
                    msg[47] <= hex_char(start_det_ss[3:0]);
                    msg[48] <= " ";
                    msg[49] <= "F";
                    msg[50] <= "C";
                    msg[51] <= ":";
                    msg[52] <= hex_char(frame_count_ss[15:12]);
                    msg[53] <= hex_char(frame_count_ss[11:8]);
                    msg[54] <= hex_char(frame_count_ss[7:4]);
                    msg[55] <= hex_char(frame_count_ss[3:0]);
                    msg[56] <= " ";
                    msg[57] <= "U";
                    msg[58] <= "C";
                    msg[59] <= ":";
                    msg[60] <= hex_char(udp_count_ss[15:12]);
                    msg[61] <= hex_char(udp_count_ss[11:8]);
                    msg[62] <= hex_char(udp_count_ss[7:4]);
                    msg[63] <= hex_char(udp_count_ss[3:0]);
                    msg[64] <= " ";
                    msg[65] <= "M";
                    msg[66] <= "C";
                    msg[67] <= ":";
                    msg[68] <= hex_char(mold_count_ss[15:12]);
                    msg[69] <= hex_char(mold_count_ss[11:8]);
                    msg[70] <= hex_char(mold_count_ss[7:4]);
                    msg[71] <= hex_char(mold_count_ss[3:0]);
                    msg[72] <= " ";
                    msg[73] <= "M";
                    msg[74] <= "X";
                    msg[75] <= ":";
                    msg[76] <= hex_char(mold_msg_ss[15:12]);
                    msg[77] <= hex_char(mold_msg_ss[11:8]);
                    msg[78] <= hex_char(mold_msg_ss[7:4]);
                    msg[79] <= hex_char(mold_msg_ss[3:0]);
                    msg[80] <= " ";
                    msg[81] <= "N";
                    msg[82] <= "M";
                    msg[83] <= ":";
                    msg[84] <= hex_char(nasdaq_count_ss[15:12]);
                    msg[85] <= hex_char(nasdaq_count_ss[11:8]);
                    msg[86] <= hex_char(nasdaq_count_ss[7:4]);
                    msg[87] <= hex_char(nasdaq_count_ss[3:0]);
                    msg[88] <= " ";
                    msg[89]  <= "M";
                    msg[90]  <= "T";
                    msg[91]  <= ":";
                    msg[92]  <= (itch_type_ss != 8'd0) ? itch_type_ss : "-";
                    msg[93]  <= " ";
                    msg[94]  <= "S";
                    msg[95]  <= "L";
                    msg[96]  <= ":";
                    msg[97]  <= hex_char(itch_sl_ss[15:12]);
                    msg[98]  <= hex_char(itch_sl_ss[11:8]);
                    msg[99]  <= hex_char(itch_sl_ss[7:4]);
                    msg[100] <= hex_char(itch_sl_ss[3:0]);
                    msg[101] <= " ";
                    msg[102] <= "P";
                    msg[103] <= "$";
                    msg[104] <= ":";
                    msg[105] <= hex_char(itch_px_ss[31:28]);
                    msg[106] <= hex_char(itch_px_ss[27:24]);
                    msg[107] <= hex_char(itch_px_ss[23:20]);
                    msg[108] <= hex_char(itch_px_ss[19:16]);
                    msg[109] <= hex_char(itch_px_ss[15:12]);
                    msg[110] <= hex_char(itch_px_ss[11:8]);
                    msg[111] <= hex_char(itch_px_ss[7:4]);
                    msg[112] <= hex_char(itch_px_ss[3:0]);
                    msg[113] <= " ";
                    msg[114] <= "[";
                    msg[115] <= (blk_lock_ss && qpll_lock_ss && !pcs_rst_ss) ? "O" : "X";
                    msg[116] <= "K";
                    msg[117] <= "]";
                    msg[118] <= 8'h0D;   
                    msg[119] <= 8'h0A;   
                    char_idx <= 7'd0;
                    state <= STATE_SEND;
                end
                STATE_SEND: begin
                    if (!tx_busy && !tx_start) begin
                        if (char_idx < MSG_LEN) begin
                            tx_data <= msg[char_idx];
                            tx_start <= 1'b1;
                            char_idx <= char_idx + 1;
                            state <= STATE_WAIT;
                        end
                        else begin
                            state <= STATE_IDLE;
                        end
                    end
                end
                STATE_WAIT: begin
                    if (tx_busy) begin
                        state <= STATE_SEND;
                    end
                end
                default:
                    state <= STATE_IDLE;
            endcase
        end
    end
endmodule
`resetall
`resetall
`timescale 1ns / 1ps
`default_nettype none
module uart_tx_simple #(
        parameter CLK_FREQ  = 100_000_000,
        parameter BAUD_RATE = 115200
    )(
        input  wire       clk,
        input  wire       rst,
        input  wire [7:0] tx_data,
        input  wire       tx_start,
        output reg        tx_busy,
        output reg        tx
    );
    localparam CLKS_PER_BIT = CLK_FREQ / BAUD_RATE;
    localparam STATE_IDLE      = 2'd0;
    localparam STATE_START_BIT = 2'd1;
    localparam STATE_DATA_BITS = 2'd2;
    localparam STATE_STOP_BIT  = 2'd3;
    reg [1:0]  state;
    reg [15:0] clk_counter;
    reg [2:0]  bit_index;
    reg [7:0]  tx_shift_reg;
    always @(posedge clk) begin
        if (rst) begin
            state       <= STATE_IDLE;
            tx          <= 1'b1;
            tx_busy     <= 1'b0;
            clk_counter <= 16'd0;
            bit_index   <= 3'd0;
            tx_shift_reg <= 8'd0;
        end
        else begin
            case (state)
                STATE_IDLE: begin
                    tx      <= 1'b1;
                    tx_busy <= 1'b0;
                    clk_counter <= 16'd0;
                    bit_index   <= 3'd0;
                    if (tx_start) begin
                        tx_shift_reg <= tx_data;
                        tx_busy <= 1'b1;
                        state <= STATE_START_BIT;
                    end
                end
                STATE_START_BIT: begin
                    tx <= 1'b0;
                    if (clk_counter < CLKS_PER_BIT - 1) begin
                        clk_counter <= clk_counter + 1;
                    end
                    else begin
                        clk_counter <= 16'd0;
                        state <= STATE_DATA_BITS;
                    end
                end
                STATE_DATA_BITS: begin
                    tx <= tx_shift_reg[bit_index];
                    if (clk_counter < CLKS_PER_BIT - 1) begin
                        clk_counter <= clk_counter + 1;
                    end
                    else begin
                        clk_counter <= 16'd0;
                        if (bit_index < 7) begin
                            bit_index <= bit_index + 1;
                        end
                        else begin
                            bit_index <= 3'd0;
                            state <= STATE_STOP_BIT;
                        end
                    end
                end
                STATE_STOP_BIT: begin
                    tx <= 1'b1;
                    if (clk_counter < CLKS_PER_BIT - 1) begin
                        clk_counter <= clk_counter + 1;
                    end
                    else begin
                        clk_counter <= 16'd0;
                        state <= STATE_IDLE;
                    end
                end
                default:
                    state <= STATE_IDLE;
            endcase
        end
    end
endmodule
`resetall
$ cat flow/run.sh
#!/bin/bash
# OpenROAD 26Q1-2900-gdf79404cd8, Yosys 0.63+post, stock flow scripts
make -C /OpenROAD-flow-scripts/flow DESIGN_CONFIG=/design/flow/config.mk WORK_HOME=/design/flow/orfs finish
==> results_slide.txt <==
Key Metrics from the Run

Worst setup path
  • RR Endpoint: tx_data[6]$_SDFFE_PP0P_
  • Worst R2R Setup Slack: 23890 ps
  • Crit-path leading delay family: buffers and inverters
  • Reg2reg path depth: 10
  • Arr. time, crit path: 1450 ps
  • CP Buf/Inv Count: 1
  • Crit path largest cell delay: 470 ps
  • Setup CP Type: register to output pin
  • Worst r2r src: char_idx[0]$_SDFFE_PP0P_
  • Highest-delay cell along the critical path: clkdlybuf4s50_1
  • Worst-path cell chain: clkdlybuf4s50_1
  • WP data required: 22080 ps
  • Crit end category: output pin
  • Startpoint types: register
  • CP Max Fanout: 1

Placed design
  • IO Port Bufs: 165
  • Dpl cell area: 30200 µm²
  • Detailed Place HPWL: 52.5 mm
  • GPL Wtd Cong: 0.982

Min path
  • Worst hold path type: register to register
  • Hold worst-path end: tx_done_ss$_DFF_P_
  • Hold path start: tx_done_s$_DFF_P_
  • Hold Path Depth: 0

Route
  • Initial DRT Pass Iterations: 5
  • Diode count: 0
  • Drt wl/cell: 19.0 µm
  • Post-route ant nets: 0
  • DR iter-0 viols: 1131
  • DR DRC count: 0
  • Vias: 17900
  • Avg Vias per Cell: 4.70
  • Detailed Route WL: 72.2 mm

Floorplan
  • Die Area: 91700 µm²
  • # IOs: 273
  • Rows: 109
  • Die span in x: 303 µm
  • Core area: 89100 µm²
  • Core Util at FP: 30.5%
  • Die Y: 303 µm

Power
  • Sequential power share: 49.2%
  • Clk pwr share: 45.5%
  • Combinational fraction of design power: 5.3%
  • P_int: 1.74 mW
  • Peak VDD IR: 43.1 µV
  • Psw: 491 µW
  • PD cells: 68.0 nW/µm²
  • Leak Pwr: 12.1 nW
  • Net Sw Frac: 22.0%

Outcome
  • Status: complete, no violations

Finish
  • Final Cell Area: 32800 µm²
  • Layout cells sized above 1: 7.21%
  • Biggest register: msg
  • Layout overhead on the synthesized area: 20.7%
  • Max reg flops: 273
  • Fin util: 36.8%

Timing
  • Fmax: 143 MHz
  • Unrepaired setup endpoints after global routing: false
  • Hold slack: 320 ps
  • Final period util: 25.3%
  • Hold Violations, Final: 0
  • Finish-stage setup viols: 0
  • Total Neg Setup Slack: 0 ps
  • Min cycle time layout: 6970 ps
  • Tightest Pin Transition: 863 ps
  • Rel. slew slack: 41.9%
  • Count of pins over their slew limit: 0
  • Final Skew: 38.4 ps

Synthesis
  • Yosys warns: 3
  • Synth Instances: 2383
  • Flip-flops with a built-in enable: 273
  • Registers, synthesis: 684
  • Top area cell types: dfxtp_1, edfxtp_1, ha_1
  • Async S/R FF share, synth: 0%
  • Dominant register cell: dfxtp_1
  • Cell type with the largest total area: dfxtp_1
  • Synthesized area: 27200 µm²
  • Top-area cell type share of the netlist area: 30.3%
  • Yosys cell types: 80
  • Yosys stat chip area: 27200 µm²
  • Avg Cell Area, Syn: 11.4 µm²
  • Synth Seq Share: 60.5%
  • Ys cells: 2383

Clock tree
  • Clock slew seen by the registers of the worst setup and hold paths: 60 ps
  • CTS tree: yes
  • CTS Buf Count: 74
  • Post-CTS setup buffer count: 0
  • Post_cts resized: 0
  • # hold bufs at CTS: 0
  • Clk sinks: 684
  • Clk buf depth: 3
  • H-tree levels: 3
  • Clk ins delay skew pair: 650 ps
  • Root Driver: clkbuf_16

Global route
  • GR Util All Layers: 16.5%
  • Initial antenna violation count: 0
  • Grt ovf: 0
  • Vias in the first global route: 17400
  • Pin count of the biggest net entering global routing: 130
  • First-pass GRT wire length: 108 mm

Job
  • Tool warning count: 175
  • Max-cap viol count: 0
[per-layer routing]
metal	share of wire [%]	vias to the layer above	GRT usage [%]
met5	0	-	0
met4	4.2	0	5.60
met3	7.1	137	4.73
met2	46	510	25.4
met1	42	8374	22.9
li1	-	8836	-
[Yosys cell counts (13+ instances only)]
master    count
dfxtp_1     411
nand2_1     303
edfxtp_1    273
ha_1        151
xor2_1      129
inv_1       124
o21ai_0     122
nor2_1      114
a22oi_1     104
a21oi_1      76
nand3_1      65
nor3_1       60
clkbuf_1     56
xnor2_1      52
nand3b_1     41
a21boi_0     38
nand4_1      28
nand2b_1     20
buf_2        15
and3_1       13
[placed cells by master, fill, tap and decap left out, drive strengths merged, types with 38 or more instances in the layout]
master           n
dfxtp          411
nand2          304
edfxtp         273
clkdlybuf4s50  164
ha             151
inv            134
xor2           129
o21ai          123
nor2           119
clkbuf         109
a22oi          104
a21oi           76
nand3           65
nor3            64
xnor2           52
nand3b          41
a21boi          38
[cell type report]
cell class / count / area [µm²]
fill: 8512 / 56300
sequential: 684 / 16400
multi-input combinational: 1495 / 9920
clock buffer: 109 / 2330
timing repair buffer: 197 / 1910
tap: 1165 / 1460
inverter: 124 / 465
clock inverter: 28 / 267
[worst max-delay path by stage]
stage	start	endpoint	cells past startpoint
6_report	uart_inst.tx$_SDFF_PP1_	uart_tx	1
5_1_grt	uart_inst.tx$_SDFF_PP1_	uart_tx	1
4_1_cts	uart_inst.tx$_SDFF_PP1_	uart_tx	1
[logic make-up after synthesis]
family / Yosys count / share of synthesized area [%]
AOI/OAI and AO/OA: 425 / 10.2
xor gates and xnor gates: 181 / 5.84
adders and majority gates: 151 / 6.96
buffers and inverters: 208 / 3.12
DFF: 684 / 60.5
muxes: 8 / 0.392
other: 1 / 0.0138
and+or+nand+nor: 725 / 13.0
[per-stage QoR]
step	instances	power, mW	worst slack [ps]
after floorplan	2387	1.19	9050
after global placement	3665	1.24	20280
after detailed placement	3665	1.24	20280
after CTS	3802	2.26	20580
after global routing	3802	2.32	20520
final	3802	2.23	20630
[power by group through the flow]
| stage | Combinational [mW] | Clock (mW) | Sequential (mW) |
|---|---|---|---|
| 4_1_cts | 0.119 | 1.05 | 1.10 |
| 5_1_grt | 0.135 | 1.09 | 1.10 |
| 6_report | 0.118 | 1.01 | 1.10 |
Power and IR drop assume default switching activity.
